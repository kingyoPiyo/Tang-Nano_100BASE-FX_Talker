$ cat /design/flow/config.mk
export PLATFORM = sky130hd
export DESIGN_NAME = serialTx
export DESIGN_NICKNAME = serialTx
export VERILOG_FILES = /design/flow/design.v
export SDC_FILE = /design/flow/constraint.sdc
export NUM_CORES = 4
export LEC_CHECK = 1
export CORE_AREA = 10 10 88 88
export DIE_AREA = 0 0 98 98
$ cat /design/flow/constraint.sdc
current_design serialTx

set clk_period 1.7
set clk_io_pct 0.2

create_clock -name clk0 -period $clk_period [get_ports {i_clk125m}]
create_clock -name clk1 -period $clk_period [get_ports {i_mii_clk}]

set non_clock_inputs [all_inputs -no_clocks]
set_input_delay [expr $clk_period * $clk_io_pct] -clock clk0 $non_clock_inputs
set_output_delay [expr $clk_period * $clk_io_pct] -clock clk0 [all_outputs]
$ cat /design/flow/design.v
module enc4b5b (
    input   wire            i_clk,
    input   wire            i_res_n,
    input   wire    [3:0]   i_data,
    input   wire            i_tx_en,
    output  reg     [4:0]   o_data
);
    reg     [1:0]   r_tx_en_old;
    always @(posedge i_clk or negedge i_res_n) begin
        if (~i_res_n) begin
            o_data[4:0] <= 5'd0;
            r_tx_en_old[1:0] <= 2'd0;
        end else begin
            r_tx_en_old[1:0] <= {r_tx_en_old[0], i_tx_en};
            if (i_tx_en & (r_tx_en_old[1:0] == 2'b00)) begin
                o_data[4:0] <= 5'b11000;     
            end else if (i_tx_en & (r_tx_en_old[1:0] == 2'b01)) begin
                o_data[4:0] <= 5'b10001;     
            end else if (i_tx_en & (r_tx_en_old[1:0] == 2'b11)) begin
                case (i_data[3:0])
                    4'h0: o_data[4:0] <= 5'b11110;
                    4'h1: o_data[4:0] <= 5'b01001;
                    4'h2: o_data[4:0] <= 5'b10100;
                    4'h3: o_data[4:0] <= 5'b10101;
                    4'h4: o_data[4:0] <= 5'b01010;
                    4'h5: o_data[4:0] <= 5'b01011;
                    4'h6: o_data[4:0] <= 5'b01110;
                    4'h7: o_data[4:0] <= 5'b01111;
                    4'h8: o_data[4:0] <= 5'b10010;
                    4'h9: o_data[4:0] <= 5'b10011;
                    4'hA: o_data[4:0] <= 5'b10110;
                    4'hB: o_data[4:0] <= 5'b10111;
                    4'hC: o_data[4:0] <= 5'b11010;
                    4'hD: o_data[4:0] <= 5'b11011;
                    4'hE: o_data[4:0] <= 5'b11100;
                    4'hF: o_data[4:0] <= 5'b11101;
                endcase
            end else if (~i_tx_en & (r_tx_en_old[1:0] == 2'b11)) begin
                o_data[4:0] <= 5'b01101;     
            end else if (~i_tx_en & (r_tx_en_old[1:0] == 2'b10)) begin
                o_data[4:0] <= 5'b00111;     
            end else begin
                o_data[4:0] <= 5'b11111;     
            end
        end
    end
endmodule
module serialTx (
    input   wire            i_clk125m,       
    input   wire            i_res_n,         
    input   wire            i_mii_clk,       
    input   wire            i_mii_tx_en,     
    input   wire    [3:0]   i_mii_txd,       
    output  wire            o_sdata          
);
    wire    [4:0]   w_5b_data;               
    enc4b5b enc4b5b_inst (
        .i_clk ( i_mii_clk ),
        .i_res_n ( i_res_n ),
        .i_data ( i_mii_txd[3:0] ),
        .i_tx_en ( i_mii_tx_en ),
        .o_data ( w_5b_data )
    );
    reg         r_ser_data;
    reg [2:0]   r_serCnt;
    reg [3:0]   r_5b_lat;
    always @(posedge i_clk125m or negedge i_res_n) begin
        if (~i_res_n) begin
            r_ser_data <= 1'b0;
            r_serCnt <= 3'd0;
            r_5b_lat <= 4'd0;
        end else begin
            if (r_serCnt == 3'd4) begin
                r_serCnt <= 3'd0;
                r_ser_data <= w_5b_data[4];
                r_5b_lat <= w_5b_data[3:0];
            end else begin
                r_ser_data <= r_5b_lat[3];
                r_5b_lat <= {r_5b_lat[2:0], 1'b0};
                r_serCnt <= r_serCnt + 3'd1;
            end
        end
    end
    reg         r_nrzi_data;
    always @(posedge i_clk125m or negedge i_res_n) begin
        if (~i_res_n) begin
            r_nrzi_data <= 1'b0;
        end else begin
            r_nrzi_data <= r_ser_data ^ r_nrzi_data;
        end
    end
    assign o_sdata = r_nrzi_data;
endmodule
$ cat /design/flow/run.sh
#!/bin/bash
# OpenROAD 26Q1-2900-gdf79404cd8, Yosys 0.63+post, stock flow scripts
make -C /OpenROAD-flow-scripts/flow DESIGN_CONFIG=/design/flow/config.mk WORK_HOME=/design/flow/orfs finish
==> flow_summary_export.csv <==
group,metric,value,unit
outcome,status,"finished clean",
critical_path,crit_path_end_kind,"output port",
placement,place_ws,0.295,ns
synthesis,logic_family,"simple AND/OR/NAND/NOR gates",
layout,multiInputGateArea,240,um^2
layout,drive_above_1_share,0.176,
pwr,finalPower,0.000964,W
timing,slew_headroom,0.843,
grt,grt_max_degree,17,
timing,hold_viol,0,
timing,worst_slack,0.318,ns
placement,numPortBuffers,7,
critical_path,slowest_delay,0.46,ns
synthesis,ys_seq_share,0.618,
synthesis,simple_gate_share,0.131,
clock_network,hold_buffers,0,
critical_path,critPathLaunchType,"flop",
detailed_routing,antenna_left,0,
synthesis,synthCells,52,
grt,overflow,0,
clock_network,cts_setup_buffers,0,
synthesis,mux_area_frac,0.100,
layout,fillers,641,
timing,tightest_slew,0.235,ns
detailed_routing,wl_per_cell,7.80,um
timing,tns,0,ns
placement,dp_hpwl,836,um
critical_path,critPathRequiredTime,1.36,ns
job,tool_warnings,27,
placement,gp_congestion,0.740,
pwr,powerDensity,1060,mW/mm^2
floorplanning,die_h,98,um
floorplanning,std_cell_rows,28,
critical_path,cp_max_fo,2,
hold_path,holdCritPathClass,"reg -> reg",
floorplanning,fp_util,0.109,
layout,area_growth,40.3,%
timing,skew,0.00322,ns
synthesis,synth_area,648,um^2
synthesis,yosys_area,648,um^2
timing,setup_viol,0,
grt,first_global_vias,457,
floorplanning,die_w,98,um
grt,antenna_found_initial,0,
detailed_routing,drt-total-wl,1120,um
layout,flop_area,400,um^2
critical_path,crit_buf_inv,1,
critical_path,path_cells,"clkdlybuf4s50_1",
timing,maxSlewViolCount,0,
clock_network,cts.sinks,16,
critical_path,critPathKind,"reg -> out",
critical_path,slowest_stage,"clkdlybuf4s50_1",
synthesis,fa_ha_area_frac,0.0386,
synthesis,synth-compound-area-share,0.0869,
detailed_routing,remaining_drc_errors,0,
synthesis,ys.flops,16,
timing,rsz0062_at_grt,"false",
synthesis,ys_cells,52,
critical_path,arrival,1.04,ns
grt,grt_pass1_wl,2060,um
detailed_routing,avgViaCountPerCell,2.79,
floorplanning,dieArea,0.00960,mm^2
clock_network,cts_tree,"yes",
clock_network,cts.reportedPaths.clkPinSlew,0.04,ns
synthesis,yosysUniqueCellTypes,23,
detailed_routing,via_count,399,
job,maxCapViolations,0,
floorplanning,core_area,0.00592,mm^2
synthesis,ys_warn_count,2,
synthesis,syn_area_per_cell,12.5,um^2
detailed_routing,insertedDiodeCount,0,
detailed_routing,drt_pass1_iterations,3,
critical_path,critical-path-top-delay-family,"buffers and inverters",
synthesis,ys_sh_xor,0.0135,
grt,grt_use_total,0.0247,
floorplanning,pin_count,9,
pwr,leakagePower,0.397,nW
clock_network,cts_resized,0,
pwr,vdd_drop_max,425,uV
detailed_routing,drt_iter0_markers,7,
## area by class of cell
type,instances,area share
inverters,2,0.00825
multi-input cells,34,0.264
clock buffers,8,0.0990
repair buffers,8,0.0853
flip-flops and latches,16,0.440
well taps,75,0.103
## state kept, by name, indices dropped and copies added (netlist names)
name,cells
r_5b_lat,4
enc4b5b_inst.o_data,5
enc4b5b_inst.r_tx_en_old,2
r_serCnt,3
r_ser_data,1
r_nrzi_data,1
## placed cells by master, fill, tap and decap left out, types with 2 or more instances in the layout
cell type,Yosys,layout
clkdlybuf4s50_1,0,7
nor2b_1,2,2
dfrtp_1,16,16
inv_1,2,2
nand2_1,2,2
clkbuf_8,0,6
clkbuf_1,0,2
mux2_2,4,4
nor2_1,4,4
o21ai_0,4,4
mux2i_1,2,2
ha_1,2,2
## through the flow
stage                     std cells  utilization  hold WS [ns]  area [um^2]
final                           143        0.154         0.424          910
after global routing            143        0.154         0.455          910
after CTS                       143        0.154         0.428          910
after detailed placement        135        0.138         0.422          820
after global placement          135        0.138         0.420          820
after floorplan                  52            -        0.0444          648
## synthesized netlist by cell type (all sizes together)
master,instances,share of area
a21bo,1,0.015
a21oi,1,0.0077
a31oi,1,0.0097
a41o,1,0.015
and2,1,0.0097
and3,1,0.0097
dfrtp,16,0.62
ha,2,0.039
inv,2,0.012
mux2,4,0.069
mux2i,2,0.031
nand2,3,0.021
nand2b,1,0.0097
nand3,1,0.0077
nor2,4,0.023
nor2b,2,0.019
nor3,1,0.0077
nor3b,1,0.012
o21ai,5,0.039
or2b,1,0.012
xor2,1,0.014
## worst paths after layout
path	start	to	slack (ns)	depth (start not counted)
setup / recovery	r_nrzi_data	o_sdata	0.32	1
hold / removal	r_ser_data	r_nrzi_data	0.42	1
setup reg to reg	r_serCnt[0]	r_ser_data	0.47	4
hold reg to reg	r_ser_data	r_nrzi_data	0.42	1
max in group clk1	i_mii_txd[2]	enc4b5b_inst.o_data[1]	0.51	4
max in group asynchronous	i_res_n	enc4b5b_inst.r_tx_en_old[0]	1.08	2
min in group asynchronous	i_res_n	r_serCnt[2]	0.44	2
min in group clk1	enc4b5b_inst.r_tx_en_old[0]	enc4b5b_inst.r_tx_en_old[1]	0.53	0
## where the power goes
part	leakage, nW	total (W)	internal (W)	switching (W)
Sequential	0.184	0.000425	0.000409	0.0000157
Combinational	0.167	0.0000754	0.0000497	0.0000257
Clock	0.0455	0.000464	0.000324	0.000140
Total	0.397	0.000964	0.000783	0.000182
## metal layers
metal,global-route usage,share of wire,vias up
met4,0.0157,0.056,0
li1,-,-,211
met5,0,0,-
met3,0.0128,0.083,6
met1,0.0317,0.51,171
met2,0.0315,0.35,11
## cell families after synthesis
kind of cell             count (synthesis)
AND/OR/NAND/NOR                         16
flip-flops                              16
AND-OR/OR-AND                            9
multiplexers                             6
buffers and inverters                    2
adder cells (fa/ha/maj)                  2
XOR/XNOR                                 1
Power and IR drop assume default switching activity.
