==> /design/flow/config.mk <==
export PLATFORM = sky130hd
export DESIGN_NAME = adc
export DESIGN_NICKNAME = adc
export VERILOG_FILES = /design/flow/design.v
export SDC_FILE = /design/flow/constraint.sdc
export NUM_CORES = 4
export LEC_CHECK = 1
export CORE_AREA = 10 10 96 96
export DIE_AREA = 0 0 106 106
==> /design/flow/design.v <==
module adc (
    input   wire            i_clk,
    input   wire            i_res_n,
    input   wire            i_adc_in,
    output  reg             o_adc_cmp,
    output  reg     [9:0]   o_adc_val,
    output  reg             o_adc_done   
);
    reg [9:0] r_adc_cnt;
    reg [9:0] r_adc_val_tmp;
    always @(posedge i_clk or negedge i_res_n) begin
        if (~i_res_n) begin
            r_adc_cnt <= 10'd0;
            r_adc_val_tmp <= 10'd0;
            o_adc_cmp <= 1'b0;
            o_adc_val <= 10'd0;
            o_adc_done <= 1'b0;
        end else begin
            o_adc_cmp <= i_adc_in;
            r_adc_cnt <= r_adc_cnt + 1;
            if (r_adc_cnt == 10'd1023) begin
                o_adc_val <= r_adc_val_tmp;
                r_adc_val_tmp <= {9'd0, o_adc_cmp};
                o_adc_done <= 1'b1;
            end else begin
                r_adc_val_tmp <= r_adc_val_tmp + {9'd0, o_adc_cmp};
                o_adc_done <= 1'b0;
            end
        end
    end
endmodule
==> /design/flow/constraint.sdc <==
current_design adc

set clk_period 4.8
set clk_io_pct 0.2

create_clock -name clk0 -period $clk_period [get_ports {i_clk}]

set non_clock_inputs [all_inputs -no_clocks]
set_input_delay [expr $clk_period * $clk_io_pct] -clock clk0 $non_clock_inputs
set_output_delay [expr $clk_period * $clk_io_pct] -clock clk0 [all_outputs]
==> /design/flow/run.sh <==
#!/bin/bash
# OpenROAD 26Q1-2900-gdf79404cd8, Yosys 0.63+post, stock flow scripts
make -C /OpenROAD-flow-scripts/flow DESIGN_CONFIG=/design/flow/config.mk WORK_HOME=/design/flow/orfs finish
==> flow_summary.yaml <==
# physical design summary
clock_network:
  cts_tree: "yes"
  clk_latency_ns: 0.28
  cts_hold_buf: 0
  ctsLongestPathBuffers: 2
  post_cts_buffers: 0
  htreeDepth: 2
  cts_sinks: 32
  post_cts_resized: 0
  cts_buffers: 5
  clkTransAtPathRegs_ns: 0.06
  cts_root_buffer: "clkbuf_8"
pwr:
  vdd_drop_max_mv: 0.106
  p_seq_share_pct: 55.3
  p_comb_share_pct: 10.9
  clock_power_share_pct: 33.8
  swShare_pct: 26.1
  power.leakage_uw: 0.000725
  p_int_uw: 447
  p_sw_uw: 158
  power_density_nw_per_um2: 362
synth:
  ys_cells: 101
  postSynthSeqShare_pct: 60.5
  netlist_instances: 101
  ys_area_um2: 1320
  dominantRegCellSynth: "dfrtp_1"
  yosys.area.top_type_share_pct: 60.5
  async_reset_ff_share_pct: 100
  syn_area_per_cell_um2: 13.1
  ys_seq_elements: 32
  area_leaders: "dfrtp_1, mux2_2, xor2_1"
  edf_count: 0
  yosysTopAreaCell: "dfrtp_1"
  ys_types: 25
  ys_warn_count: 1
  netlist_area_um2: 1320
route:
  ant_nets: 0
  route.detailed.drc: 0
  post_drt_wl_per_cell_um: 10.4
  dr.pass1.iters: 4
  drt-total-wl_mm: 2.32
  vias_per_cell: 3.63
  via_count: 806
  antenna_cells: 0
  first_iter_violations: 115
grt:
  grt_pass1_wl_mm: 3.92
  grt_usage_pct: 4.23
  grt_pass1_vias: 766
  grt_overflow: 0
  grt_start_max_net_pins: 33
  antenna_found_initial: 0
timing:
  setup_tns_ns: 0
  period_used_pct: 44.2
  skew_ns: 0.00607
  rsz0062_at_grt: "no"
  setup_viol: 0
  timing.slew.headroom_pct: 73.5
  drv_slew: 0
  fmaxAchievable_ghz: 0.472
  hold_violations: 0
  post-route-min-period_ns: 2.12
  worstMarginPinSlew_ns: 0.397
critical_path:
  cp_slowest_cell: "clkdlybuf4s50_1"
  r2r-end: "r_adc_val_tmp[0]"
  cp_top_family: "buffers and inverters"
  cp.depth: 1
  critPathLaunchType: "flop"
  path_buffers: 1
  crit_start: "o_adc_cmp"
  path_class: "flop to primary output"
  crit_end: "o_adc_cmp"
  r2r_start: "r_adc_cnt[0]"
  cp_data_required_time_ns: 3.84
  r2r_cells: 5
  crit_arrival_ns: 1.16
  crit_path_end_kind: "primary output"
  critPathMaxFanout: 4
  regToRegSetupSlack_ns: 2.92
  crit_path_cell_trace: "clkdlybuf4s50_1"
  slowest_delay_ns: 0.50
cells_and_area:
  stdcell_area_um2: 1670
  final_cell_mix: "dfrtp_1, clkdlybuf4s50_1, mux2_2"
  layout-drive-gt1-share_pct: 19.5
  fillers: 784
  syn2layout_area_growth_pct: 26.5
  combGateArea_um2: 503
  mostFrequentLayoutCell: "dfrtp_1"
  final-seq-area_um2: 801
flow_run:
  max-cap-violations: 0
  log.warning_count: 26
min_path:
  hp-class: "flop to flop"
place:
  place_area_um2: 1580
  place.gp.congestion: 0.729
  place_hpwl_mm: 1.66
  port_buffers: 14
floorplanning:
  die_w_um: 106
  die_y_um: 106
  core_area_um2: 7210
  num_rows: 31
  initial_core_util_pct: 18.3
  die-area_um2: 11200
  ios: 15
run_status:
  status: "completed"
-- power groups by stage --
stage         sequential, uW  combinational, uW  clock, uW
CTS                      335               67.1        212
global route             340               79.7        226
finish                   335               65.8        205
-- final cells by class --
| class | instances | share of cell area, % |
|---|---|---|
| Inverter | 2 | 0.449 |
| Clock buffer | 8 | 5.39 |
| Multi-Input combinational cell | 66 | 30.1 |
| Sequential cell | 32 | 47.9 |
| Tap cell | 99 | 7.40 |
| Timing Repair Buffer | 15 | 8.83 |
-- synth_stat cells (all sizes together), types with 2 or more instances --
cell	count
mux2	11
xor2	6
o21ai	4
nand3	7
nor2	4
xnor2	5
or3	4
ha	4
nand4	3
dfrtp	32
inv	2
and4	2
a21oi	5
nand2	6
-- registers in the layout, summed over array words and instances, names as in the netlist --
| signal | flops |
|---|---|
| o_adc_cmp | 1 |
| o_adc_done | 1 |
| r_adc_val_tmp | 10 |
| r_adc_cnt | 10 |
| o_adc_val | 10 |
-- how the worst min path moves through the flow --
| stage | startpoint | to | cells after the start |
|---|---|---|---|
| CTS | r_adc_cnt[0] | r_adc_cnt[0] | 1 |
| global route | r_adc_cnt[8] | r_adc_cnt[8] | 1 |
| finish | r_adc_cnt[0] | r_adc_cnt[0] | 1 |
-- per-layer routing --
| layer | vias to the layer above | wire (um) | global-route usage, % |
|---|---|---|---|
| li1 | 408 | - | - |
| met1 | 375 | 1150 | 5.80 |
| met2 | 18 | 964 | 6.23 |
| met3 | 5 | 146 | 1.71 |
| met4 | 0 | 54 | 0.870 |
| met5 | - | 0 | 0 |
-- kinds of logic after synthesis --
group / share of synthesized area [%]
AOI/OAI and AO/OA: 4.26
xor gates and xnor gates: 7.28
adders and majority gates: 3.78
buffers and inverters: 1.42
DFF: 60.5
muxes: 9.37
and+or+nand+nor: 13.3
-- per-stage QoR --
stage	worst slack (ns)	total power (uW)	std cells	util (%)	hold WS, ns
floorplan	3.29	380	101	-	0.422
global placement	2.94	406	214	21.9	0.446
detailed placement	2.90	407	214	21.9	0.450
CTS	2.65	614	222	23.2	0.459
global route	2.58	645	222	23.2	0.484
finish	2.68	605	222	23.2	0.451
No activity file was given, so power comes from the tool's default toggle rates.
