File: /design/flow/run.sh
#!/bin/bash
# OpenROAD 26Q1-2900-gdf79404cd8, Yosys 0.63+post, stock flow scripts
make -C /OpenROAD-flow-scripts/flow DESIGN_CONFIG=/design/flow/config.mk WORK_HOME=/design/flow/orfs finish
File: /design/flow/config.mk
export PLATFORM = sky130hd
export DESIGN_NAME = ethernetFrameGen
export DESIGN_NICKNAME = ethernetFrameGen
export VERILOG_FILES = /design/flow/design.v
export SDC_FILE = /design/flow/constraint.sdc
export NUM_CORES = 4
export LEC_CHECK = 1
export CORE_UTILIZATION = 30
File: /design/flow/constraint.sdc
current_design ethernetFrameGen

set clk_period 5.2
set clk_io_pct 0.2

create_clock -name clk0 -period $clk_period [get_ports {i_clk}]

set non_clock_inputs [all_inputs -no_clocks]
set_input_delay [expr $clk_period * $clk_io_pct] -clock clk0 $non_clock_inputs
set_output_delay [expr $clk_period * $clk_io_pct] -clock clk0 [all_outputs]
File: /design/flow/design.v
module crc # (
    parameter DATA_WIDTH = 8,                        
    parameter CRC_WIDTH = 16,                        
    parameter [CRC_WIDTH-1:0] POLYNOMIAL = 16'h1021, 
    parameter [CRC_WIDTH-1:0] SEED_VAL = 16'h0,      
    parameter OUTPUT_EXOR = 16'h0                    
) (
    input CLK,                           
    input RESET_N,                       
    input IN_CLR,                        
    input IN_ENA,                        
    input [DATA_WIDTH-1:0] IN_DATA,      
    output [CRC_WIDTH-1:0] OUT_CRC       
);
    reg [CRC_WIDTH-1:0] crc_reg;
    function [CRC_WIDTH-1:0] crc_calc;
        input [CRC_WIDTH-1:0] in_crc;
        input in_data;
        integer i;
    begin
        for (i = 0; i < CRC_WIDTH; i = i + 1) begin
                crc_calc[i] = 1'b0;
            if (i != 0)
                crc_calc[i] = in_crc[i-1];
            if (POLYNOMIAL[i])
                crc_calc[i] = crc_calc[i] ^ in_crc[CRC_WIDTH-1] ^ in_data;
        end
    end
    endfunction
    function [CRC_WIDTH-1:0] crc_calc_l;
        input [CRC_WIDTH-1:0] in_crc;
        input [DATA_WIDTH-1:0] in_data;
        integer i;
        begin
            crc_calc_l = in_crc;
            for (i = 0; i < DATA_WIDTH; i = i + 1) begin
                crc_calc_l = crc_calc(crc_calc_l, in_data[(DATA_WIDTH-1)-i]);
            end
        end
    endfunction
    always @(posedge CLK or negedge RESET_N) begin
        if (~RESET_N)
            crc_reg <= SEED_VAL;
        else begin
            if (IN_CLR)
                crc_reg <= SEED_VAL;
            else if (IN_ENA)
                crc_reg <= crc_calc_l(crc_reg, {IN_DATA[0], IN_DATA[1], IN_DATA[2], IN_DATA[3]});  
        end
    end
    assign OUT_CRC = crc_reg ^ OUTPUT_EXOR;
endmodule
module ethernetFrameGen (
    input   wire            i_clk,           
    input   wire            i_res_n,         
    input   wire            i_tx_trig,       
    input   wire    [31:0]  i_tx_data,       
    output  wire            o_mii_tx_clk,    
    output  wire            o_mii_tx_en,     
    output  wire    [3:0]   o_mii_txd        
);
    parameter EtherDestinationMAC   = 48'hFFFFFFFFFFFF;  
    parameter EtherSourceMAC        = 48'h123456789ABC;  
    parameter EtherType             = 16'h0800;  
    parameter UDPsourcePortNum      = 16'd1024;
    parameter UDPdestinationPortNum = 16'd1024;
    parameter UDPlength             = 16'd26;    
    parameter UDPchecksum           = 16'd0;     
    parameter IPversion             = 4'd4;      
    parameter IPIHL                 = 4'd5;      
    parameter IPtypeOfService       = 8'h0;
    parameter IPtotalLength         = 16'd20 + UDPlength;    
    parameter IPsource_1            = 8'd192;
    parameter IPsource_2            = 8'd168;
    parameter IPsource_3            = 8'd37;
    parameter IPsource_4            = 8'd24;
    parameter IPdestination_1       = 8'd192;
    parameter IPdestination_2       = 8'd168;
    parameter IPdestination_3       = 8'd37;
    parameter IPdestination_4       = 8'd20;
    parameter IPchecksum1 = 32'h0000C53F + (IPsource_1 << 8) + IPsource_2 + (IPsource_3 << 8) + IPsource_4 + 
                            (IPdestination_1 << 8) + IPdestination_2 + (IPdestination_3 << 8) + (IPdestination_4);
    parameter IPchecksum2 =  ((IPchecksum1 & 32'h0000FFFF) + (IPchecksum1 >> 16));
    parameter IPchecksum3 = ~((IPchecksum2 & 32'h0000FFFF) + (IPchecksum2 >> 16));
    reg     [ 3:0]  r_4b_data;
    reg             r_tx_en;
    reg             r_busy;
    reg     [ 7:0]  r_state;
    always @(posedge i_clk or negedge i_res_n) begin
        if (~i_res_n) begin
            r_4b_data <= 4'd0;
            r_tx_en <= 1'b0;
            r_busy <= 1'b0;
            r_state <= 8'd0;
        end else begin
            if (i_tx_trig & ~r_busy) begin
                r_busy <= 1'b1;
                r_state <= 8'd0;
            end else if (r_busy) begin
                r_state <= r_state + 8'd1;
                case (r_state)
                    8'd0: begin
                        r_tx_en <= 1'b1;
                        r_4b_data <= 4'h5;       
                    end
                    8'd15: r_4b_data <= 4'hD;    
                    8'd16: r_4b_data <= EtherDestinationMAC[43:40];
                    8'd17: r_4b_data <= EtherDestinationMAC[47:44];
                    8'd18: r_4b_data <= EtherDestinationMAC[35:32];
                    8'd19: r_4b_data <= EtherDestinationMAC[39:36];
                    8'd20: r_4b_data <= EtherDestinationMAC[27:24];
                    8'd21: r_4b_data <= EtherDestinationMAC[31:28];
                    8'd22: r_4b_data <= EtherDestinationMAC[19:16];
                    8'd23: r_4b_data <= EtherDestinationMAC[23:20];
                    8'd24: r_4b_data <= EtherDestinationMAC[11:8];
                    8'd25: r_4b_data <= EtherDestinationMAC[15:12];
                    8'd26: r_4b_data <= EtherDestinationMAC[3:0];
                    8'd27: r_4b_data <= EtherDestinationMAC[7:4];
                    8'd28: r_4b_data <= EtherSourceMAC[43:40];
                    8'd29: r_4b_data <= EtherSourceMAC[47:44];
                    8'd30: r_4b_data <= EtherSourceMAC[35:32];
                    8'd31: r_4b_data <= EtherSourceMAC[39:36];
                    8'd32: r_4b_data <= EtherSourceMAC[27:24];
                    8'd33: r_4b_data <= EtherSourceMAC[31:28];
                    8'd34: r_4b_data <= EtherSourceMAC[19:16];
                    8'd35: r_4b_data <= EtherSourceMAC[23:20];
                    8'd36: r_4b_data <= EtherSourceMAC[11:8];
                    8'd37: r_4b_data <= EtherSourceMAC[15:12];
                    8'd38: r_4b_data <= EtherSourceMAC[3:0];
                    8'd39: r_4b_data <= EtherSourceMAC[7:4];
                    8'd40: r_4b_data <= EtherType[11:8];
                    8'd41: r_4b_data <= EtherType[15:12];
                    8'd42: r_4b_data <= EtherType[3:0];
                    8'd43: r_4b_data <= EtherType[7:4];
                    8'd44: r_4b_data <= IPIHL[3:0];
                    8'd45: r_4b_data <= IPversion[3:0];
                    8'd46: r_4b_data <= IPtypeOfService[3:0];
                    8'd47: r_4b_data <= IPtypeOfService[7:4];
                    8'd48: r_4b_data <= IPtotalLength[11:8];
                    8'd49: r_4b_data <= IPtotalLength[15:12];
                    8'd50: r_4b_data <= IPtotalLength[3:0];
                    8'd51: r_4b_data <= IPtotalLength[7:4];
                    8'd52: r_4b_data <= 4'h0;
                    8'd53: r_4b_data <= 4'h0;
                    8'd54: r_4b_data <= 4'h0;
                    8'd55: r_4b_data <= 4'h0;
                    8'd56: r_4b_data <= 4'h0;
                    8'd57: r_4b_data <= 4'h0;
                    8'd58: r_4b_data <= 4'h0;
                    8'd59: r_4b_data <= 4'h0;
                    8'd60: r_4b_data <= 4'h0;
                    8'd61: r_4b_data <= 4'h8;
                    8'd62: r_4b_data <= 4'h1;
                    8'd63: r_4b_data <= 4'h1;
                    8'd64: r_4b_data <= IPchecksum3[11:8];
                    8'd65: r_4b_data <= IPchecksum3[15:12];
                    8'd66: r_4b_data <= IPchecksum3[3:0];
                    8'd67: r_4b_data <= IPchecksum3[7:4];
                    8'd68: r_4b_data <= IPsource_1[3:0];
                    8'd69: r_4b_data <= IPsource_1[7:4];
                    8'd70: r_4b_data <= IPsource_2[3:0];
                    8'd71: r_4b_data <= IPsource_2[7:4];
                    8'd72: r_4b_data <= IPsource_3[3:0];
                    8'd73: r_4b_data <= IPsource_3[7:4];
                    8'd74: r_4b_data <= IPsource_4[3:0];
                    8'd75: r_4b_data <= IPsource_4[7:4];
                    8'd76: r_4b_data <= IPdestination_1[3:0];
                    8'd77: r_4b_data <= IPdestination_1[7:4];
                    8'd78: r_4b_data <= IPdestination_2[3:0];
                    8'd79: r_4b_data <= IPdestination_2[7:4];
                    8'd80: r_4b_data <= IPdestination_3[3:0];
                    8'd81: r_4b_data <= IPdestination_3[7:4];
                    8'd82: r_4b_data <= IPdestination_4[3:0];
                    8'd83: r_4b_data <= IPdestination_4[7:4];
                    8'd84: r_4b_data <= UDPsourcePortNum[11:8];
                    8'd85: r_4b_data <= UDPsourcePortNum[15:12];
                    8'd86: r_4b_data <= UDPsourcePortNum[3:0];
                    8'd87: r_4b_data <= UDPsourcePortNum[7:4];
                    8'd88: r_4b_data <= UDPdestinationPortNum[11:8];
                    8'd89: r_4b_data <= UDPdestinationPortNum[15:12];
                    8'd90: r_4b_data <= UDPdestinationPortNum[3:0];
                    8'd91: r_4b_data <= UDPdestinationPortNum[7:4];
                    8'd92: r_4b_data <= UDPlength[11:8];
                    8'd93: r_4b_data <= UDPlength[15:12];
                    8'd94: r_4b_data <= UDPlength[3:0];
                    8'd95: r_4b_data <= UDPlength[7:4];
                    8'd96: r_4b_data <= UDPchecksum[11:8];
                    8'd97: r_4b_data <= UDPchecksum[15:12];
                    8'd98: r_4b_data <= UDPchecksum[3:0];
                    8'd99: r_4b_data <= UDPchecksum[7:4];
                    8'd100: r_4b_data <= i_tx_data[27:24];
                    8'd101: r_4b_data <= i_tx_data[31:28];
                    8'd102: r_4b_data <= i_tx_data[19:16];
                    8'd103: r_4b_data <= i_tx_data[23:20];
                    8'd104: r_4b_data <= i_tx_data[11: 8];
                    8'd105: r_4b_data <= i_tx_data[15:12];
                    8'd106: r_4b_data <= i_tx_data[ 3: 0];
                    8'd107: r_4b_data <= i_tx_data[ 7: 4];
                    8'd108: r_4b_data <= 4'h0;   
                    (8'd92 + (UDPlength * 2)): begin
                        r_tx_en <= 1'b0;
                        r_busy <= 1'b0;
                    end
                endcase
            end
        end
    end
    reg             r_crc_en;
    wire    [31:0]  w_crc_out;
    always @(posedge i_clk or negedge i_res_n) begin
        if (~i_res_n) begin
            r_crc_en <= 1'b0;
        end else begin
            if (r_state == 8'd16) r_crc_en <= 1'b1;                          
            if (r_state == (8'd84  + (UDPlength * 2))) r_crc_en <= 1'b0;     
        end
    end
    crc crc (
        .CLK ( i_clk ),
        .RESET_N ( i_res_n ),
        .IN_CLR ( r_state == 8'd0 ),
        .IN_ENA ( r_crc_en ),
        .IN_DATA ( r_4b_data[3:0] ),
        .OUT_CRC ( w_crc_out[31:0] )
    );
    defparam crc.DATA_WIDTH     = 4;
    defparam crc.CRC_WIDTH      = 32;
    defparam crc.POLYNOMIAL     = 32'h04C11DB7;
    defparam crc.SEED_VAL       = 32'hFFFFFFFF;
    defparam crc.OUTPUT_EXOR    = 32'hFFFFFFFF;
    assign o_mii_txd = (r_state == (8'd85 + (UDPlength * 2))) ? {w_crc_out[28], w_crc_out[29], w_crc_out[30], w_crc_out[31]} :
                       (r_state == (8'd86 + (UDPlength * 2))) ? {w_crc_out[24], w_crc_out[25], w_crc_out[26], w_crc_out[27]} :
                       (r_state == (8'd87 + (UDPlength * 2))) ? {w_crc_out[20], w_crc_out[21], w_crc_out[22], w_crc_out[23]} :
                       (r_state == (8'd88 + (UDPlength * 2))) ? {w_crc_out[16], w_crc_out[17], w_crc_out[18], w_crc_out[19]} :
                       (r_state == (8'd89 + (UDPlength * 2))) ? {w_crc_out[12], w_crc_out[13], w_crc_out[14], w_crc_out[15]} :
                       (r_state == (8'd90 + (UDPlength * 2))) ? {w_crc_out[ 8], w_crc_out[ 9], w_crc_out[10], w_crc_out[11]} :
                       (r_state == (8'd91 + (UDPlength * 2))) ? {w_crc_out[ 4], w_crc_out[ 5], w_crc_out[ 6], w_crc_out[ 7]} :
                       (r_state == (8'd92 + (UDPlength * 2))) ? {w_crc_out[ 0], w_crc_out[ 1], w_crc_out[ 2], w_crc_out[ 3]} :
                       r_4b_data;
    assign o_mii_tx_clk = i_clk;
    assign o_mii_tx_en = r_tx_en;
endmodule
==> impl_results.rst <==
Metrics
=======

.. list-table::
   :header-rows: 1

   * - Metric
     - Value
   * - Synthesis area per yosys
     - 3721 um^2
   * - Maximum cell stage delay along the critical path
     - 0.65 ns
   * - Total number of vias
     - 3503
   * - List of cells traversed by the critical path
     - inv_1 > ha_1 > or3b_2 > or4b_1 > nor2_1 > a21oi_1 > mux2i_1 > a21oi_1 > o22ai_1 > clkdlybuf4s50_1
   * - Count of endpoints failing hold in the final timing report
     - 0
   * - Unrepaired setup endpoints after global routing
     - no
   * - Max-slew violation total from the final report
     - 0
   * - Sum Neg Setup Slack
     - 0 ns
   * - WP data required
     - 4.16 ns
   * - Post-DP Area
     - 4250 um^2
   * - Overall die area
     - 12850 um^2
   * - Switch share
     - 0.4551
   * - Register share after synthesis
     - 0.3268
   * - Count of standard-cell rows
     - 40
   * - Yosys reg bits
     - 47
   * - Clock slew at reported path FFs
     - 0.07 ns
   * - Filler Cell Count
     - 1193
   * - Number of instances resized during post-cts repair
     - 0
   * - Outcome
     - completed
   * - HPWL after detailed placement
     - 7351 um
   * - Arrival time of the worst setup path
     - 3.77 ns
   * - CP Launch Type
     - flop
   * - Final std cell area, no fill
     - 4522 um^2
   * - Share of flip-flops with an asynchronous set or reset
     - 1.000
   * - Tally of OpenROAD warnings
     - 31
   * - Leak pwr
     - 0.001761 uW
   * - Post-Syn Area
     - 3721 um^2
   * - Share of power burned in registers
     - 0.237
   * - Maximum vdd ir drop
     - 0.0002662 V
   * - Min Tclk post-route
     - 4.807 ns
   * - Total global routing overflow
     - 0
   * - Leading cell types in the layout, fill and taps excluded
     - sky130_fd_sc_hd__nand2_1 (86), sky130_fd_sc_hd__o21ai_0 (47), sky130_fd_sc_hd__clkdlybuf4s50_1 (39), sky130_fd_sc_hd__dfstp_2 (32), sky130_fd_sc_hd__nor2_1 (26)
   * - Number of instances in the synthesized netlist
     - 463
   * - Yosys cell count
     - 463
   * - Top-level port count
     - 41
   * - Worst slew slack as a fraction of its limit
     - 0.4115
   * - Fraction of power consumed by combinational cells
     - 0.614
   * - Number of library cell types mapped by synthesis
     - 65
   * - Worst Path Class, Setup
     - flop to primary output
   * - Vertical die dimension
     - 113.4 um
   * - Highest net fanout along the worst path
     - 16
   * - Part of the power in the clock network
     - 0.149
   * - Total detailed-routing wirelength
     - 10960 um
   * - Flip-flops with a built-in enable
     - 0
   * - Initial core utilization
     - 0.3085
   * - Max-cap check violation count
     - 0
   * - GRT Overall Usage
     - 0.1791
   * - Commonest non-fill, non-tap cell in the layout
     - sky130_fd_sc_hd__nand2_1
   * - Worst setup EP type
     - primary output
   * - Power density relative to cell area
     - 817.6 nW/um^2
   * - Antenna diode instance count
     - 0
   * - Routed Antenna Nets
     - 0
   * - TritonCTS clock tree
     - yes
   * - Combined flip-flop and latch cell area
     - 1216 um^2
   * - Area of the core
     - 12060 um^2
   * - Port bufs
     - 40
   * - Per-cell routed wire length
     - 16.70 um
   * - HP Class
     - flop to flop
   * - Buffers plus inverters on the worst setup path
     - 2
   * - Initial antenna violation count
     - 0
   * - Setup violations, final
     - 0
   * - Remaining design rule violation count
     - 0
   * - Slowest cell on the critical path
     - sky130_fd_sc_hd__or4b_1
   * - Yosys warning count
     - 2
   * - Die boundary width
     - 113.4 um
   * - Post-route worst hold slack
     - 0.5066 ns
   * - Gp weighted congestion
     - 0.8888
   * - Vias/cell
     - 5.340
   * - Net switching component of the power
     - 1683 uW
   * - Fmax
     - 208.0 MHz
   * - Post-cts hold-fix buffer tally
     - 0
   * - Category of cells accounting for the largest share of critical-path delay
     - simple AND/OR/NAND/NOR gates
   * - Post-CTS setup buffer count
     - 0
   * - Maximum number of pins on one net before global-route repair
     - 63
   * - Avg Cell Area, Syn
     - 8.037 um^2
   * - Comb area
     - 2286 um^2
   * - Predominant post-synthesis flop cell
     - sky130_fd_sc_hd__dfstp_2
   * - Final period util
     - 0.9244
   * - Synth-to-layout area growth
     - 21.52%
   * - Drt initial violations
     - 328
   * - Number of flip-flops in the largest register
     - 32
   * - Transition time at the pin with the least slew margin
     - 0.8804 ns
   * - Layout Skew
     - 0.007950 ns
   * - Via count of the first global-routing pass
     - 3378
   * - Most frequent cell on the critical path
     - sky130_fd_sc_hd__a21oi_1
   * - Clk Latency, worst-skew pair
     - 0.40 ns
   * - Share of post-route cells with drive strength above 1
     - 0.1434
   * - First-pass GRT wire length
     - 17790 um
   * - Internal Power
     - 2014 uW
   * - Detailed Routing Iterations Pass 1
     - 4
[cell families (layout without fill, tap and decap cells)]
family | after synthesis | in the layout | share of synthesized area
and+or+nand+nor | 176 | 176 | 0.2394
AOI/OAI and AO/OA | 134 | 134 | 0.2317
buffers and inverters | 50 | 75 | 0.05884
DFF | 47 | 47 | 0.3268
xor gates and xnor gates | 39 | 39 | 0.09180
muxes | 11 | 11 | 0.03127
adders and majority gates | 6 | 6 | 0.02017
[routing by layer]
metal | share of wire | wire, um | track usage | vias up
met4 | 0.023 | 248 | 0.03947 | 0
met1 | 0.48 | 5250 | 0.2761 | 1630
li1 | - | - | - | 1715
met3 | 0.070 | 769 | 0.03519 | 17
met2 | 0.43 | 4687 | 0.2650 | 141
met5 | 0 | 0 | 0 | -
[cells in the mapped netlist (all sizes together), types with 6 or more instances]
library cell   n  area [um^2]
nor3           6        30.03
o211ai        11        82.58
xnor2         19        166.4
o21ai         47        235.2
a22o           7        61.31
ha             6        75.07
xor2          20        175.2
inv           10        37.54
dfstp         32        840.8
dfrtp         15        375.4
nand2         86        322.8
clkbuf        25        93.84
buf           15        87.57
nand3         11        55.05
or4b           6        60.06
o22ai          7        43.79
mux2i          9        90.09
nor2          26        97.59
nand4          6        37.54
a21oi         26        133.9
[final timing paths]
path | endpoint | slack, ns | depth (start not counted) | from
worst max-delay path | o_mii_txd[3] | 0.39 | 10 | r_state[1]$_DFFE_PN0P_
min in group asynchronous | r_state[3]$_DFFE_PN0P_ | 0.73 | 2 | i_res_n
worst min register to register | crc.crc_reg[20]$_DFFE_PN1P_ | 0.51 | 2 | crc.crc_reg[16]$_DFFE_PN1P_
max in group asynchronous | r_crc_en$_DFFE_PN0P_ | 4.06 | 2 | i_res_n
worst min-delay path | crc.crc_reg[20]$_DFFE_PN1P_ | 0.51 | 2 | crc.crc_reg[16]$_DFFE_PN1P_
worst max register to register | r_4b_data[1]$_DFFE_PN0P_ | 1.96 | 9 | r_state[1]$_DFFE_PN0P_
[metrics by stage]
step	setup slack (ns)	power, uW	utilization	std cells
finish	0.3931	3697	0.3749	656
global route	0.1355	4018	0.3749	656
CTS	0.4031	3701	0.3749	656
detailed placement	0.8492	3136	0.3524	645
global placement	0.9162	3115	0.3524	645
floorplan	1.462	2587	-	463
[power by group through the flow]
stage / clock network [uW] / registers [uW] / logic, uW
global route: 576 / 913 / 2530
CTS: 561 / 875 / 2260
finish: 550 / 877 / 2270
[final cells by class]
class,instances,area share
Multi-Input combinational cell,366,0.5055
Sequential cell,47,0.2690
Timing Repair Buffer,53,0.1085
Clock buffer,9,0.04649
Tap cell,168,0.04649
Clock inverter,3,0.01577
Inverter,10,0.008301
[worst min-delay path, stage by stage, from the launching register on]
cell	delay, ns
sky130_fd_sc_hd__dfstp_2	0.38
sky130_fd_sc_hd__nand2_1	0.05
sky130_fd_sc_hd__o211ai_1	0.07
Power figures rest on the tool's default switching activity, not on a simulated workload.
